===== flow/design.v =====
module maquinaDeCafe (input [1:0]TIPO, input Clock, Reset, output logic C, L, F);
int liquido_c = 0;
int liquido_l = 0; 
logic [1:0]estados;
parameter estado_inicial = 0, estado_enchendo_c = 1, estado_enchendo_l = 2, 
estado_final = 3;
always_comb
begin
	case(estados)
	estado_inicial:
		begin
		C = 0;
		F = 0;
		L = 0;
		end
	estado_enchendo_c:
		begin
		C = 1;
		F = 0;
		L = 0;
		end
	estado_enchendo_l:
		begin
		C = 0;
		F = 0;
		L = 1;
		end
	estado_final:
		begin
		C = 0;
		F = 1;
		L = 0;
		end
	endcase
end
always_ff @ (posedge Clock or negedge Reset)
begin
	if(~Reset)
		begin
		estados <= estado_inicial;
		end
	else
		case(estados)
		estado_inicial:
			begin
			estados <= estado_enchendo_c;
			end
		estado_enchendo_c:
			begin
			liquido_c += 25;
			if (((TIPO == 0 || TIPO == 2) && liquido_c == 50) || 
				(TIPO == 1 && liquido_c == 100))
				begin
				if (TIPO == 2)
					estados <= estado_enchendo_l;
				else
					estados <= estado_final;
				end
			end
		estado_enchendo_l:
			begin
			liquido_l += 25;
			if (liquido_l == 50)
				begin
				estados <= estado_final;
				end
			end
		estado_final:
			begin
			liquido_l = 0;
			liquido_c = 0;
			estados <= estado_inicial;
			end
		endcase		
end
endmodule

===== flow/run.sh =====
#!/bin/bash
# OpenROAD 26Q1-2900-gdf79404cd8, Yosys 0.63+post, stock flow scripts
make -C /OpenROAD-flow-scripts/flow DESIGN_CONFIG=/design/flow/config.mk WORK_HOME=/design/flow/orfs finish

===== flow/config.mk =====
export PLATFORM = sky130hd
export DESIGN_NAME = maquinaDeCafe
export DESIGN_NICKNAME = maquinaDeCafe
export VERILOG_FILES = /design/flow/design.v
export SDC_FILE = /design/flow/constraint.sdc
export NUM_CORES = 4
export LEC_CHECK = 1
export CORE_UTILIZATION = 30

===== flow/constraint.sdc =====
current_design maquinaDeCafe

set clk_period 4.6
set clk_io_pct 0.2

create_clock -name clk0 -period $clk_period [get_ports {Clock}]

set non_clock_inputs [all_inputs -no_clocks]
set_input_delay [expr $clk_period * $clk_io_pct] -clock clk0 $non_clock_inputs
set_output_delay [expr $clk_period * $clk_io_pct] -clock clk0 [all_outputs]

==> results.py <==
# Synthesis and PnR figures
metrics = {
    "status": {
        "outcome": "complete, no violations",
    },
    "logic_synthesis": {
        "syn_avg_cell_area_um2": 9.58,
        "post_synth_and_or_nand_nor_area_fraction_pct": 28.9,
        "synth_cell_area_mm2": 0.00450,
        "ys_seq_share_pct": 44.9,
        "ys_warn_count": 1,
        "netlist.area_leader.share_pct": 42.7,
        "synth.most_common_cell": "sky130_fd_sc_hd__nor2_1",
        "synthAoiAreaFrac_pct": 9.06,
        "yosys_area_mm2": 0.00450,
        "fa_ha_area_share_pct": 1.39,
        "ys_sh_mux_pct": 1.42,
        "asyncSetResetFlopFracSynth_pct": 5.88,
        "synth-main-ff-cell": "sky130_fd_sc_hd__edfxtp_1",
        "synth_area_leader_cell": "sky130_fd_sc_hd__edfxtp_1",
        "topCombFamilyByArea": "simple AND/OR/NAND/NOR gates",
        "synth.yosys.num_cells": 470,
        "synth.top_cells.by_count": "sky130_fd_sc_hd__nor2_1, sky130_fd_sc_hd__edfxtp_1, sky130_fd_sc_hd__nand2_1",
        "synth-seq-cells": 68,
        "enable_flop_cells": 64,
        "synth_xor_xnor_area_share_pct": 11.1,
        "netlist-cell-type-count": 62,
        "synth.area.top_cells": "sky130_fd_sc_hd__edfxtp_1, sky130_fd_sc_hd__nor2_1, sky130_fd_sc_hd__xor2_1",
        "gate_count_after_technology_mapping": 470,
    },
    "setup_path": {
        "timing.critical_path.arrival_ns": 3.31,
        "timing.rr.start": "liquido_c[11]$_SDFFCE_PP0P_",
        "worst_r2r_setup_slack_ns": 1.55,
        "regToRegEndpoint": "estados[1]$_DFF_PN0_",
        "rr_worst_depth": 8,
        "timing.critical_path.fanout_max": 9,
        "kind_of_launch_point_of_the_worst_setup_path": "register",
        "critPathCaptureType": "register",
        "worst-endpoint-required_ns": 4.87,
        "setup.worst_path.class": "register to register",
    },
    "sta": {
        "timing.final.crit_share_pct": 66.3,
        "setup_ws_ns": 1.55,
        "finalCriticalPeriod_ns": 3.05,
        "slew_headroom_pct": 49.1,
        "report.final.hold_viol_count": 0,
        "timing.fmax_ghz": 0.328,
        "worst_pin_slew_ns": 0.757,
        "fin_worst_skew_ns": 0.00817,
        "slew_violations": 0,
        "setup-violations-final": 0,
        "grt_setup_unrepaired": "no",
        "setup-tns-final_ns": 0,
    },
    "floorplanning": {
        "fp.dieH_um": 125,
        "design.core.area_mm2": 0.0146,
        "chipArea_mm2": 0.0155,
        "io-pin-count": 7,
        "die_w_um": 125,
        "std_cell_rows": 44,
        "floorplanUtilization_pct": 30.9,
    },
    "job": {
        "maxCapViolCount": 0,
        "log.warning_count": 28,
    },
    "clock_network": {
        "cts_sinks": 68,
        "tritoncts.num_buffers": 9,
        "cts.clk_slew.worst_paths_ns": 0.05,
        "holdBufCountCts": 0,
        "ctsRootBufferMaster": "sky130_fd_sc_hd__clkbuf_16",
        "count_of_buffers_added_by_post_cts_timing_repair_for_setup": 0,
        "clockBufferDepth": 2,
        "clk_latency_ns": 0.33,
        "cts_repair_resize_count": 0,
        "cts_tree": "done",
        "cts-htree-levels": 3,
    },
    "hold_path": {
        "worst_hold_startpoint": "estados[0]$_DFF_PN1_",
        "hp-class": "register to register",
        "hold_depth": 1,
        "whs_endpoint": "estados[2]$_DFF_PN0_",
    },
    "power": {
        "ir_worst_vdd_uv": 152,
        "powerDensity_mw_per_mm2": 292,
        "power.static_leakage_uw": 0.00162,
    },
    "drt": {
        "wl_mm": 8.79,
        "drtPass1Iterations": 5,
        "drcViolationCount": 0,
        "detail_route.antenna_diodes": 0,
        "vias_per_cell": 5.17,
        "vias": 3389,
        "drt-initial-drc-count": 251,
        "ant_nets": 0,
        "post_drt_wl_per_cell_um": 13.4,
    },
    "grt": {
        "grt_max_degree": 56,
        "gr-total-overflow": 0,
        "grt_util_all_layers_pct": 12.0,
        "vias_in_the_first_global_route": 3226,
        "grt_first_pass_wirelength_mm": 15.2,
        "antenna_violations_before_repair": 0,
    },
    "place": {
        "detailed_placer_s_ending_hpwl_mm": 5.98,
        "routability_congestion_estimate_from_global_placement": 0.920,
        "placement_setup_slack_ns": 1.57,
        "io_buffers": 6,
    },
    "finish": {
        "layout-drive-gt1-share_pct": 8.47,
        "final_core_utilization_pct": 34.2,
        "fillers": 1395,
        "syn2layout_area_growth_pct": 10.7,
    },
}
[worst max-delay path: stages (launching register included)]
cell and delay (ns):
sky130_fd_sc_hd__edfxtp_1 0.49, sky130_fd_sc_hd__nand3_1 0.25, sky130_fd_sc_hd__or4_4 0.61, sky130_fd_sc_hd__or3_1 0.38, sky130_fd_sc_hd__nor2_1 0.12, sky130_fd_sc_hd__xor2_1 0.09
sky130_fd_sc_hd__or4_4 0.53, sky130_fd_sc_hd__nor4_4 0.31, sky130_fd_sc_hd__a31o_1 0.18
[per-stage QoR]
step / power, µW / instance area, µm² / std cells / hold WS, ns
final: 1460 / 4990 / 656 / 0.588
after detailed placement: 876 / 4740 / 641 / 0.577
after CTS: 1470 / 4990 / 656 / 0.590
after global routing: 1520 / 4990 / 656 / 0.603
after global placement: 874 / 4740 / 641 / 0.566
after floorplan: 847 / 4500 / 470 / 0.386
[routing by layer]
| metal | wire [µm] | GRT usage (%) | vias up | share of wire, % |
|---|---|---|---|---|
| li1 | - | - | 1718 | - |
| met1 | 4600 | 19.1 | 1605 | 52 |
| met2 | 3790 | 17.6 | 57 | 43 |
| met3 | 312 | 2.58 | 9 | 3.5 |
| met4 | 91 | 1.77 | 0 | 1.0 |
| met5 | 0 | 0 | - | 0 |
[worst max-delay path by stage]
stage,start,endpoint,slack [ns],cells after the start
CTS,liquido_c[0]$_SDFFCE_PP0P_,estados[1]$_DFF_PN0_,1.55,9
global route,liquido_c[0]$_SDFFCE_PP0P_,estados[1]$_DFF_PN0_,1.25,9
finish,liquido_c[11]$_SDFFCE_PP0P_,estados[1]$_DFF_PN0_,1.55,8
[registers in the layout, indices dropped and copies added, names as in the netlist]
signal / count
liquido_c: 32
liquido_l: 32
estados: 4
[placed cells by master, fill, tap and decap left out, types with 3 or more instances in the layout]
cell	count
sky130_fd_sc_hd__nor4_4	4
sky130_fd_sc_hd__a211oi_1	3
sky130_fd_sc_hd__nor4_1	8
sky130_fd_sc_hd__mux2_2	3
sky130_fd_sc_hd__nor3b_1	3
sky130_fd_sc_hd__a311oi_1	3
sky130_fd_sc_hd__nor3_1	17
sky130_fd_sc_hd__or3_1	5
sky130_fd_sc_hd__mux2i_1	3
sky130_fd_sc_hd__inv_1	11
sky130_fd_sc_hd__clkdlybuf4s50_1	6
sky130_fd_sc_hd__nor2b_1	6
sky130_fd_sc_hd__nor2_1	75
sky130_fd_sc_hd__a21oi_1	14
sky130_fd_sc_hd__xnor2_1	25
sky130_fd_sc_hd__ha_1	5
sky130_fd_sc_hd__nand4_1	19
sky130_fd_sc_hd__clkinv_1	4
sky130_fd_sc_hd__or4_1	5
sky130_fd_sc_hd__xor2_1	32
sky130_fd_sc_hd__and3_1	10
sky130_fd_sc_hd__a31oi_1	3
sky130_fd_sc_hd__buf_4	5
sky130_fd_sc_hd__nand3_1	29
sky130_fd_sc_hd__edfxtp_1	64
sky130_fd_sc_hd__or2_2	3
sky130_fd_sc_hd__o21bai_1	3
sky130_fd_sc_hd__nand3b_1	4
sky130_fd_sc_hd__nand2_1	36
sky130_fd_sc_hd__clkbuf_16	9
sky130_fd_sc_hd__o21ai_0	11
[where the power goes]
| part | switching, µW | internal, µW | total, µW | leakage (µW) |
|---|---|---|---|---|
| Sequential | 38.9 | 710 | 749 | 0.000646 |
| Combinational | 66.5 | 50.4 | 117 | 0.000856 |
| Clock | 239 | 353 | 592 | 0.000122 |
| Total | 344 | 1110 | 1460 | 0.00162 |
[cells by family after synthesis]
| group | count (synthesis) |
|---|---|
| xor+xnor | 57 |
| flops | 68 |
| fa+ha+maj | 5 |
| buf+inv | 35 |
| compound gates | 59 |
| mux | 6 |
| simple gates | 240 |
[area by class of cell]
cell class	instances	area [µm²]	share of cell area (%)
Multi-Input combinational cell	367	2340	47.0
Sequential cell	68	2020	40.6
Tap cell	184	230	4.62
Clock buffer	10	229	4.59
Timing Repair Buffer	11	97.6	1.96
Inverter	11	41.3	0.828
Clock inverter	5	20.0	0.402
No activity file was given, so power comes from the tool's default toggle rates.
